==> ./design.v <==
module read_ctrl #(
    parameter ADDR_W = 8
)(
    input  logic                 clk,
    input  logic                 rst_n,
    input  logic                 en,
    input  logic [ADDR_W:0]      wptr_gray,
    output logic [ADDR_W-1:0]    addr,
    output logic [ADDR_W:0]      ptr_gray,
    output logic                 empty
);
    logic [ADDR_W:0] bin, bin_next, gray_next;
    assign bin_next  = bin + (en && !empty);
    assign gray_next = (bin_next >> 1) ^ bin_next;
    assign addr      = bin[ADDR_W-1:0];
    always_ff @(posedge clk or negedge rst_n) begin
        if (!rst_n) begin
            bin      <= '0;
            ptr_gray <= '0;
            empty    <= 1'b1;
        end else begin
            bin      <= bin_next;
            ptr_gray <= gray_next;
            empty    <= (gray_next == wptr_gray);
        end
    end
endmodule
==> ./run.sh <==
#!/bin/bash
# OpenROAD 26Q1-2900-gdf79404cd8, Yosys 0.63+post, stock flow scripts
make -C /OpenROAD-flow-scripts/flow DESIGN_CONFIG=/design/flow/config.mk WORK_HOME=/design/flow/orfs finish
==> ./config.mk <==
export PLATFORM = sky130hd
export DESIGN_NAME = read_ctrl
export DESIGN_NICKNAME = read_ctrl
export VERILOG_FILES = /design/flow/design.v
export SDC_FILE = /design/flow/constraint.sdc
export NUM_CORES = 4
export LEC_CHECK = 1
export CORE_AREA = 10 10 80 80
export DIE_AREA = 0 0 90 90
==> ./constraint.sdc <==
current_design read_ctrl

set clk_period 4.3
set clk_io_pct 0.2

create_clock -name clk0 -period $clk_period [get_ports {clk}]

set non_clock_inputs [all_inputs -no_clocks]
set_input_delay [expr $clk_period * $clk_io_pct] -clock clk0 $non_clock_inputs
set_output_delay [expr $clk_period * $clk_io_pct] -clock clk0 [all_outputs]
==> Slide: Implementation Results <==
Physical Implementation Snapshot

Power
  • Cell area power density: 579 nW/um2
  • Worst IR Drop VDD: 0.000199 V
  • Leakage dissipation: 0.000619 uW

Clock network
  • Level count of the clock H-tree: 1
  • Inserted Clock Buffers: 3
  • Setup Buffers After CTS: 0
  • Late-Pin Clk Latency: 250 ps
  • Number of gates given a new drive strength after cts: 0
  • CTS Root Cell: sky130_fd_sc_hd__clkbuf_8
  • Clock-pin slew on the worst setup and hold paths: 70 ps
  • CTS hold repair buffers: 0
  • Maximum buffer depth of the clock tree: 2
  • CTS tree: yes
  • Clock sink count: 18

GRT
  • Maximum number of pins on one net before global-route repair: 19
  • GRT Resource Usage Total: 6.51%
  • Number of antenna violations at the first check in global routing: 0
  • GRT overflow: 0
  • Via count of the first global-routing pass: 904
  • Global-route wire length before repair: 4.42 mm

Yosys
  • XORs/XNORs by Area: 24.2%
  • Cells after Synth: 118
  • Post-synthesis chip area from yosys: 1230 um2
  • Fraction of the yosys area taken by sequential cells: 36.6%
  • Synth Cell Area: 1230 um2
  • Dominant combinational family: XOR/XNOR gates
  • Count of cell types in the netlist: 37
  • Multiplexer fraction of the synthesized cell area: 0%
  • Compound-Gate Fraction of Synth Area: 10.1%
  • Number of synthesized register bits: 18
  • Synth warnings: 1
  • Share of Yosys cell area claimed by the top area cell type: 34.5%
  • Synthesized area per cell: 10.4 um2
  • Adder and majority gate portion of the synthesized area: 3.05%
  • Top cells by area: sky130_fd_sc_hd__dfrtp_1, sky130_fd_sc_hd__xnor2_1, sky130_fd_sc_hd__xor2_1
  • Number of cells in the yosys synthesis report: 118
  • Simple share: 16.8%
  • Cell type with the largest total area: sky130_fd_sc_hd__dfrtp_1

Placed design
  • Detail Placement HPWL: 2.10 mm
  • Number of buffers inserted by port buffering: 29
  • Post-detailed-placement cell area: 1510 um2
  • Final Wtd Congestion: 0.876

Drt
  • Drt first pass iters: 4
  • Via count: 871
  • DRC violation total after the first TritonRoute iteration: 34
  • Number of diodes added for antenna fixing: 0
  • Wire per inst: 12.5 um
  • Routed via count divided by cell count: 4.15
  • Total DRC errors in the routed layout: 0
  • ANT nets after route: 0
  • Routed Wire Length: 2.63 mm

STA
  • Fin crit share: 80.4%
  • Final tally of max-slew violations: 0
  • Setup-violating endpoint count in the final report: 0
  • Slew Limit Headroom: 66.6%
  • Worst setup skew after layout: 6.52 ps
  • Maximum clock frequency: 289 MHz
  • Unrepaired setup endpoints after global routing: false
  • Post-Route Hold Slack: 599 ps
  • Worst-margin pin slew: 502 ps
  • Clock period minus worst slack: 3460 ps
  • Accumulated negative setup slack: 0 ps
  • Final hold violation count: 0

Critical path
  • Crit-path max cell delay: 520 ps
  • CP max stage cell: sky130_fd_sc_hd__or4_1
  • Highest net fanout along the worst path: 10
  • Crit path top cell by count: sky130_fd_sc_hd__ha_1
  • CP Capture Type: register
  • Category of the most critical setup path: in2reg
  • Sequence of cells on the critical path: clkdlybuf4s50_1 -> nor2b_1 -> ha_1 -> ha_1 -> xor2_4 -> xor2_2 -> xnor2_1 -> o211ai_1 -> or4_1 -> nor4_1
  • Arr. time, crit path: 3600 ps
  • Req. time, crit path: 4440 ps
  • Crit start category: input port

Status
  • Status: finished clean

Job
  • Maximum Capacitance Violations: 0
  • Tool warnings: 26

Die
  • Die Area: 8100 um2
  • Die y size: 90 um
  • Die Wd: 90 um
  • Core Area: 4720 um2
  • Core Rows: 25
  • Top Ports: 30
  • Floorplan-stage core utilization: 26.1%

Layout
  • Most frequent logic cell in the layout: sky130_fd_sc_hd__clkdlybuf4s50_1
  • Number of inserted filler cells in the final layout: 495
  • Share of layout cells above drive strength 1: 8.39%
  • Cell area after layout: 1560 um2
  • Most frequent cells in the layout: sky130_fd_sc_hd__clkdlybuf4s50_1, sky130_fd_sc_hd__xnor2_1, sky130_fd_sc_hd__dfrtp_1
  • Layout-stage area growth over the synthesis result: 26.2%

Min path
  • Min-Delay Path Class: reg2reg
synth_stat cells (all sizes together):
master and count:
a21boi 2, or4 1, nor2b 2, nor4b 1, a21o 1, o21ai 3, o211ai 3, and3 2
buf 4, clkbuf 5, or2b 1, and3b 2, o311ai 1, ha 3, xor2 11, a31oi 3
inv 3, o22ai 1, nand4 1, nor4 1, nand3 8, nand3b 1, and2 2, xnor2 20
nor2 5, a21oi 4, nand2 6, and4 1, dfstp 1, nor3 1, a22o 1, dfrtp 17
metal layers:
metal / part of all wire, % / vias up / global-route usage [%]
met4: 0.53 / 0 / 0.796
met2: 46 / 18 / 10.5
met5: 0 / - / 0
met1: 48 / 402 / 8.63
met3: 5.8 / 2 / 2.01
li1: - / 449 / -
cell type report:
class                      instances  area, um2  share of cell area (%)
clock buffer                       4       45.0                    2.90
tap                               67       83.8                    5.39
sequential                        18        452                    29.0
inverter                           3       11.3                   0.724
timing repair buffer              30        298                    19.1
multi-input combinational         88        666                    42.8
sequential cells by signal (all words and copies together), names as in the netlist:
signal,flops
empty,1
bin,8
ptr_gray,9
report_power, final:
part	switching (uW)	internal, uW	leakage (uW)	total, uW
clock network	54.8	65.7	0.0000228	120
registers	81.2	235	0.000224	316
logic	185	280	0.000372	464
final timing paths:
path                                  start                    end  slack, ps  cells after the start
setup reg to reg            empty$_DFF_PN1_        empty$_DFF_PN1_       1520                      9
setup / recovery                         en        empty$_DFF_PN1_        840                     10
hold / removal             bin[0]$_DFF_PN0_       bin[0]$_DFF_PN0_        600                      1
max in group asynchronous             rst_n        empty$_DFF_PN1_       3090                      2
hold reg to reg            bin[0]$_DFF_PN0_       bin[0]$_DFF_PN0_        600                      1
min in group asynchronous             rst_n  ptr_gray[1]$_DFF_PN0_        940                      2
worst max-delay path: cells and delay by family:
kind            cells  cell delay (ps)
compound gates      1              100
xor+xnor            3              560
fa+ha+maj           2              610
buf+inv             1              450
simple gates        3             1030
stage by stage:
step                      utilization, %  total power, uW  setup WS, ps  instances
after floorplan                        -              646          1380        118
after global placement              32.0              797           683        206
after detailed placement            32.0              797           607        206
after global routing                32.9              983           617        210
final                               32.9              901           842        210
after CTS                           32.9              922           805        210
kinds of logic (layout without fill, tap and decap cells):
group,after synthesis,in the layout
buffers and inverters,12,37
flip-flops,18,18
XOR/XNOR,31,31
adder cells (fa/ha/maj),3,3
AND-OR/OR-AND,19,19
AND/OR/NAND/NOR,35,35
No activity file was given, so power comes from the tool's default toggle rates.
