**/design/flow/design.v**
```verilog
module fifo_mem #(
    parameter DATA_W = 8,
    parameter ADDR_W = 8
)(
    input  logic                 wclk,
    input  logic                 wen,
    input  logic [ADDR_W-1:0]    waddr,
    input  logic [DATA_W-1:0]    wdata,
    input  logic [ADDR_W-1:0]    raddr,
    output logic [DATA_W-1:0]    rdata
);
    localparam DEPTH = 1 << ADDR_W;
    logic [DATA_W-1:0] mem [0:DEPTH-1];
    always_ff @(posedge wclk)
        if (wen)
            mem[waddr] <= wdata;
    assign rdata = mem[raddr];
endmodule
```
**/design/flow/run.sh**
```bash
#!/bin/bash
# OpenROAD 26Q1-2900-gdf79404cd8, Yosys 0.63+post, stock flow scripts
make -C /OpenROAD-flow-scripts/flow DESIGN_CONFIG=/design/flow/config.mk WORK_HOME=/design/flow/orfs finish
```
**/design/flow/config.mk**
```make
export PLATFORM = sky130hd
export DESIGN_NAME = fifo_mem
export DESIGN_NICKNAME = fifo_mem
export VERILOG_FILES = /design/flow/design.v
export SDC_FILE = /design/flow/constraint.sdc
export NUM_CORES = 4
export LEC_CHECK = 1
export CORE_UTILIZATION = 40
```
**/design/flow/constraint.sdc**
```tcl
current_design fifo_mem

set clk_period 14.3
set clk_io_pct 0.2

create_clock -name clk0 -period $clk_period [get_ports {wclk}]

set non_clock_inputs [all_inputs -no_clocks]
set_input_delay [expr $clk_period * $clk_io_pct] -clock clk0 $non_clock_inputs
set_output_delay [expr $clk_period * $clk_io_pct] -clock clk0 [all_outputs]
```
==> notes.md <==
Flow results.

- The flow ran to the end, and the final reports show no timing, DRC or antenna violations.
- Before antenna repair, the detailed router went through 5 iterations.
- In this run the standard cell core region covers a little under 200,000 sq um.
- The die outline height is 448 um.
- In the global route stage, met3 resource usage came out at 0.130.
- The count of nets left with antenna violations once routing finished came out at 0.
- RePlAce ended its routability-driven mode at a weighted congestion of roughly 0.89.
- The area of all placed cells without fillers is between 80,000 and 90,000 sq um.
- Wires add up to between 150,000 and 200,000 um.
- The cell taking the most area after synthesis is sky130_fd_sc_hd__edfxtp_1.
- Post-CTS repair changed the size of 0 cells.
- The total clock buffers created by CTS is 202.
- Per the synthesis report, the adder-cell share of the synthesized area is 0.
- The portion of synthesized cell area occupied by the leading cell type is 0.775.
- Per the OpenROAD floorplan log, the area of the die is about 200,000 sq um.
- The final max-slew violation count recorded for this run is 0.
- The startpoint of the tightest hold check path is wdata[0].
- The horizontal die size is roughly 450 um.
- The number of setup buffers added after CTS is 0.
- The placement row count is 163.
- The worst hold path belongs to the class input port to flip-flop.
- The cell total in the yosys stat output is 3,725.
- The tally of unique sky130hd cells used after synthesis is ~54.
- The final-layout worst hold slack is 2460 ps.
- Detailed placement finished with a half-perimeter wire length of 118,000 um.
- The layout-stage area growth over the synthesis result is 12.6%.
- The chip area line in the Yosys stat output reads 79,400 sq um.
- The worst pin sits at a relative slew slack of 0.317.
- At the worst endpoint, the required time is 11,440 ps.
- The initial antenna violation count is 3.
- The global-route usage over all layers is 0.218.
- According to the CTS report, the clock sink count is slightly above 2,000.
- The mux cell area share after synthesis is 0.146.
- The main combinational cell family by area after synthesis is multiplexers.
- The largest registers in the layout are mem x2048.
- Along the worst path, the maximum fanout reaches 72.
- The routed layout reports a DRC error count of 0.
- The proportion of register bits with asynchronous set or reset after synthesis is 0.
- The synthesized design contains around 2,000 enable-type register cells.
- The upper clock frequency limit is 0.0957 GHz.
- Summed over all cells, the static leakage comes to 27.4 nW.
- Setup repair after global routing left no endpoint under its margin.
- The path type of the worst setup path is input port to primary output.
- The post-synthesis instance area is 79,400 sq um.
- According to the timing report, the arrival time at the worst endpoint equals 7590 ps.
- The nature of the critical path startpoint is an input port.
- The global routing usage on met2 is 0.333.
- Counting endpoints that fail hold in the final report gives 0.
- The ratio of final minimum period to clock period is 0.731.
- The number of global-route vias before repair was a little over 40,000.
- Per the synth stats, the flop cell with the highest instance count is sky130_fd_sc_hd__edfxtp_1.
- Ranked by instance count, the synthesized netlist is headed by sky130_fd_sc_hd__edfxtp_1 (2,048), sky130_fd_sc_hd__mux4_2 (454), sky130_fd_sc_hd__nor2_1 (282), sky130_fd_sc_hd__mux2i_1 (134), sky130_fd_sc_hd__a22oi_1 (133).
- In the hold timing report, the worst path depth is 1.
- Routing resource usage on met1 recorded by global route was 0.283.
- The pre-placement core utilization is 0.403.
- The routed design could run at a clock period as short as ~10,000 ps.
- Max-cap violations in this run came to 0.
- The number of hold-repair buffers added at the cts stage is 0.
- The stage logs contain a warning count of 26.
- Synthesis produced between 3,000 and 4,000 cells.
- The first global-routing pass estimated 284,000 um of wire.
- The total negative setup slack is 0 ps.
- The global routing's busiest layer is met2.
- In this run, the synthesized area fraction spent on and/or/nand/nor cells is recorded as 0.0263.
- CTS placed an instance of sky130_fd_sc_hd__clkbuf_16 at the clock tree root.
- The register with the most flip-flops in the layout has between 2,000 and 2,500 of them.
- 34 I/O pins were placed.
- The register bit count reported by yosys is 2,048.
- The total overflow reported by the global router is 0.
- The largest net degree at the start of global routing is 100.
- For this run, the number of Yosys warnings is 1.
- The placement stage leaves a total instance area of 83,100 sq um.
- The H-tree was split into 4 levels.
- TritonCTS built the clock tree.
- The average cell area after synthesis is roughly 21 sq um.
- The cell-mix breakdown from Yosys lists the XOR/XNOR area share as 0.
- Using the TritonRoute via totals, the vias-per-cell ratio works out to about 5.7.
- In the post-synthesis netlist, the cell with the most instances is sky130_fd_sc_hd__edfxtp_1.
- Ranked by total cell area, the synthesized netlist is headed by sky130_fd_sc_hd__edfxtp_1 (77%), sky130_fd_sc_hd__mux4_2 (13%), sky130_fd_sc_hd__mux2i_1 (1.7%).
- Of the cells placed in the final design, the portion with a size suffix greater than 1 is 0.230.
- Looking at the max-slew report, the worst-margin pin has a slew of 1020 ps.
- The routed layout has around 38,000 vias.
- The endpoint type of the worst setup path is a primary output.
- The sequential fraction of the synthesis area is 0.775.
- The register clock-pin slew on the reported worst setup and hold paths is 60 ps.
- The count of input and output buffers is 33.
- The power per cell area is about 140 nW/um^2.
- The largest register by flop count is mem.
- The routed design shows a wire length per standard cell of between 20 and 30 um.
- The buffer depth of the longest clock path is 3.
- VDD sags by at most 146 uV.
- The worst hold endpoint is mem[210][0]$_DFFE_PP_.
- The last timing report of the flow puts the setup violation total at 0.
- The compound-gate portion of the synthesized area is 0.0343.
- The initial detailed-routing violation count is ~2,800.
per-stage QoR:
| step | util | cells | setup slack [ps] | power [mW] |
|---|---|---|---|---|
| 2_1_floorplan | - | 3725 | 6780 | 7.07 |
| 3_3_place_gp | 0.421 | 6340 | 2980 | 7.35 |
| 3_5_place_dp | 0.421 | 6341 | 3800 | 7.35 |
| 4_1_cts | 0.453 | 6719 | 3750 | 12.4 |
| 5_1_grt | 0.453 | 6719 | 3480 | 12.7 |
| 6_report | 0.453 | 6720 | 3850 | 12.3 |
worst max path at each step:
stage                     from  endpoint  slack (ps)  cells past startpoint
after CTS             raddr[1]  rdata[7]        3750                     12
after global routing  raddr[0]  rdata[6]        3480                     11
final                 raddr[1]  rdata[7]        3850                     12
critical path: stages:
cell and delay (ps):
sky130_fd_sc_hd__buf_8 470, sky130_fd_sc_hd__buf_4 600, sky130_fd_sc_hd__buf_4 670, sky130_fd_sc_hd__or3b_2 530, sky130_fd_sc_hd__o22ai_1 170, sky130_fd_sc_hd__o21ai_0 310
sky130_fd_sc_hd__nand3_1 200, sky130_fd_sc_hd__nor4_1 700, sky130_fd_sc_hd__buf_4 230, sky130_fd_sc_hd__nor4_2 60, sky130_fd_sc_hd__buf_4 210, sky130_fd_sc_hd__clkdlybuf4s50_1 400
report_power, final:
| group | internal (mW) | total [mW] | switching, mW | leakage (nW) |
|---|---|---|---|---|
| clock network | 2.86 | 5.08 | 2.22 | 3.09 |
| registers | 6.62 | 6.62 | 0.00261 | 18.4 |
| logic | 0.207 | 0.597 | 0.390 | 5.88 |
| total | 9.69 | 12.3 | 2.61 | 27.4 |
cell usage in the layout (no fill, tap or decap), drive strengths merged, types with 4 or more instances in the layout:
master,Yosys,routed
nor4,27,27
nand3,34,34
nand2b,8,8
nor2,282,282
clkinv,1,104
nor2b,31,31
clkdlybuf4s50,0,19
buf,122,190
o221ai,47,47
and2,6,6
nand4,10,10
nand2,33,33
o211ai,10,10
edfxtp,2048,2048
inv,1,7
a221oi,14,14
a211oi,16,16
o32ai,5,5
clkbuf,111,251
a21oi,96,96
mux2i,134,134
clkinvlp,0,5
a22oi,133,133
o22ai,28,28
o22a,5,5
o21ai,12,12
bufinv,0,13
mux4,456,456
a2111oi,5,5
or2,4,4
nor3,22,22
a22o,8,8
metal layers:
layer,part of all wire,routed length (um)
met5,0.0013,250
met4,0.026,5100
met2,0.50,97100
met3,0.13,26300
met1,0.34,66000
kinds of logic (layout without fill, tap and decap cells):
logic type	after synthesis	in the layout
flops	2048	2048
mux	591	591
simple gates	466	466
compound gates	385	385
buf+inv	235	589
other cells	0	1
area by class of cell:
cell class | count | area (sq um)
fill | 16300 | 108000
clock inverter | 127 | 1040
multi-input combinational | 1442 | 16500
sequential | 2048 | 61500
antenna | 1 | 2.50
timing repair buffer | 209 | 1770
inverter | 2 | 7.51
clock buffer | 251 | 5300
tap | 2640 | 3300
Power is estimated from default activity; no workload was simulated.
