[./config.mk]
export PLATFORM = sky130hd
export DESIGN_NAME = write_ctrl
export DESIGN_NICKNAME = write_ctrl
export VERILOG_FILES = /design/flow/design.v
export SDC_FILE = /design/flow/constraint.sdc
export NUM_CORES = 4
export LEC_CHECK = 1
export CORE_AREA = 10 10 80 80
export DIE_AREA = 0 0 90 90
[./constraint.sdc]
current_design write_ctrl

set clk_period 4.1
set clk_io_pct 0.2

create_clock -name clk0 -period $clk_period [get_ports {clk}]

set non_clock_inputs [all_inputs -no_clocks]
set_input_delay [expr $clk_period * $clk_io_pct] -clock clk0 $non_clock_inputs
set_output_delay [expr $clk_period * $clk_io_pct] -clock clk0 [all_outputs]
[./design.v]
module write_ctrl #(
    parameter ADDR_W = 8
)(
    input  logic                 clk,
    input  logic                 rst_n,
    input  logic                 en,
    input  logic [ADDR_W:0]      rptr_gray,
    output logic [ADDR_W-1:0]    addr,
    output logic [ADDR_W:0]      ptr_gray,
    output logic                 full
);
    logic [ADDR_W:0] bin, bin_next, gray_next;
    assign bin_next  = bin + (en && !full);
    assign gray_next = (bin_next >> 1) ^ bin_next;
    assign addr      = bin[ADDR_W-1:0];
    always_ff @(posedge clk or negedge rst_n) begin
        if (!rst_n) begin
            bin      <= '0;
            ptr_gray <= '0;
            full     <= 1'b0;
        end else begin
            bin      <= bin_next;
            ptr_gray <= gray_next;
            full     <= (gray_next == {~rptr_gray[ADDR_W:ADDR_W-1],
                                       rptr_gray[ADDR_W-2:0]});
        end
    end
endmodule
[./run.sh]
#!/bin/bash
# OpenROAD 26Q1-2900-gdf79404cd8, Yosys 0.63+post, stock flow scripts
make -C /OpenROAD-flow-scripts/flow DESIGN_CONFIG=/design/flow/config.mk WORK_HOME=/design/flow/orfs finish
==> results.toml <==
# flow metrics
[outcome]
status = "complete, no violations"

[routing]
drt-initial-drc-count = 70
drt.antenna.violating_nets = 0
wl_um = 2450
drc = 0
dr.pass1.iters = 4
viasPerCell = 4.10
wire_per_inst_um = 12.5
vias = 799
diodes = 0

[critical_path]
reg2reg_depth = 8
cp_max_fo = 12
r2r_start = "full"
crit_type = "in2reg"
crit_required_ps = 4250
endpoint_kind = "flop"
rrSetupSlack_ps = 1470
start_kind = "input pin"
reg2reg_to = "full"
cp.arrival_ps = 3410

[worst_hold_path]
min_path_cells = 1
hold_end = "ptr_gray[8]"
worstHoldPathType = "reg2reg"
worst_hold_startpoint = "ptr_gray[8]"

[die]
io_pins = 30
dieArea_mm2 = 0.00810
die_h_um = 90
core.rowCount = 25
fp-utilization_pct = 24.6
fp.coreArea_mm2 = 0.00472
die_w_um = 90

[sta]
rsz0062_at_grt = "no"
finalHoldViolations = 0
relSlewSlack_pct = 65.2
worstMarginPinSlew_ps = 522
timing.hold.ws_ps = 587
finalCriticalPeriod_ps = 3250
max_freq_mhz = 307
maxSlewViolCount = 0
fin_setup_tns_ps = 0
skew_ps = 2.14
setup_ws_ps = 845
finalCritPeriodShare_pct = 79.4
setup_viol = 0

[global_routing]
antenna_found_initial = 0
grt_pass1_wl_um = 4280
gr-total-overflow = 0
grt_max_degree = 19
grt.total_usage_pct = 6.20
grt_pass1_vias = 864

[clock_network]
clk_latency_ps = 240
cts_buffers = 3
cts_buffer_depth = 2
cts_tree = "built"
clkTransAtPathRegs_ps = 60
root_buffer = "clkbuf_8"
ctsResizeCount = 0
cts_sinks = 18
htreeDepth = 1
postCtsSetupBuffers = 0
hold_buffers = 0

[place]
port_buffers = 29
post-place-ws_ps = 572
hpwl_um = 1930
gp_congestion = 0.883

[logic_synthesis]
ys_types = 40
synth_flop_count = 18
yosysWarnings = 1
async_flop_share_pct = 100
yosysChipArea_mm2 = 0.00116
flop_cell = "dfrtp_1"
syn_area_mm2 = 0.00116
yosysCellCount = 102
seq_area_frac_synth_pct = 38.8
syn_inst = 102
syn_avg_cell_area_um2 = 11.4
synth-edff-count = 0

[flow_run]
maxCapViolCount = 0
tool_warnings = 26

[pwr]
vdd_drop_max_mv = 0.151
powerDensity_mw_per_mm2 = 614
finalPower_uw = 947
leakagePower_uw = 0.000646

[cells_and_area]
drive_gt1_share_pct = 11.7
synthToLayoutAreaGrowth_pct = 32.6
postLayoutCoreUtil_pct = 32.6
fillers = 457
-- worst max path at each step --
stage | from | end | slack, ps | depth (start not counted)
after CTS | en | full | 830 | 9
after global routing | en | full | 700 | 9
final | en | full | 850 | 9
-- registers in the layout, indices dropped and copies added (netlist names) --
name      cells
ptr_gray      9
bin           8
full          1
-- worst max-delay path: stages --
cell,delay [ps]
clkdlybuf4s50_1,450
nor2b_1,170
ha_1,170
ha_1,480
xnor3_4,580
xnor2_1,140
a211oi_1,210
nand3b_1,120
nor4b_2,270
-- report_power, final --
part           switching, µW  internal (µW)
sequential              86.1            247
clock                   52.4           65.0
combinational            179            318
total                    317            630
-- synth_stat cells, types with 2 or more instances --
library cell,number,area share [%]
ha_1,3,3.2
and2b_2,2,1.5
nor2_1,2,0.65
nand2_1,4,1.3
dfrtp_1,18,39
a21oi_1,6,2.6
nand3_1,5,2.2
buf_2,5,2.2
xnor3_1,2,3.9
a31o_2,2,1.5
xor2_1,11,8.3
xnor2_1,12,9.0
a21boi_0,2,1.3
inv_1,2,0.65
-- routing by layer --
layer  global-route usage (%)  part of all wire (%)
met1                     8.36                    45
met2                     10.5                    50
met3                     1.01                   3.5
met4                    0.928                   1.2
met5                        0                     0
-- final cells by class --
type | instances | area, µm² | area share [%]
Sequential cell | 18 | 450 | 29.2
Inverter | 2 | 7.51 | 0.487
Tap cell | 67 | 83.8 | 5.44
Clock buffer | 3 | 41.3 | 2.68
Timing Repair Buffer | 30 | 298 | 19.3
Multi-Input combinational cell | 75 | 661 | 42.9
-- cell families (layout without fill, tap and decap cells) --
logic type	after synthesis	in the layout	share of synthesized area (%)
flops	18	18	38.8
buf+inv	9	35	4.41
mux	1	1	0.861
simple gates	25	25	14.2
compound gates	18	18	10.7
xor+xnor	28	28	27.9
fa+ha+maj	3	3	3.23
-- cells in the final DEF, fill, tap and decap left out, types with 3 or more instances in the layout --
master / Yosys / routed
a21oi_1: 6 / 6
clkbuf_8: 0 / 3
clkdlybuf4s50_1: 0 / 29
dfrtp_1: 18 / 18
ha_1: 3 / 3
nand2_1: 4 / 4
nand3_1: 5 / 5
xnor2_1: 12 / 12
xor2_1: 11 / 11
-- stage by stage --
| step | cell area (µm²) | instances |
|---|---|---|
| 2_1_floorplan | 1160 | 102 |
| 3_3_place_gp | 1500 | 192 |
| 3_5_place_dp | 1500 | 192 |
| 4_1_cts | 1540 | 195 |
| 5_1_grt | 1540 | 195 |
| 6_report | 1540 | 195 |
